## ./config.mk

```make
export PLATFORM = sky130hd
export DESIGN_NAME = uart_rx
export DESIGN_NICKNAME = uart_rx
export VERILOG_FILES = /design/flow/design.v
export SDC_FILE = /design/flow/constraint.sdc
export NUM_CORES = 4
export LEC_CHECK = 1
export CORE_UTILIZATION = 30
```

## ./constraint.sdc

```tcl
current_design uart_rx

set clk_period 4.8
set clk_io_pct 0.2

create_clock -name clk0 -period $clk_period [get_ports {sys_clk}]

set non_clock_inputs [all_inputs -no_clocks]
set_input_delay [expr $clk_period * $clk_io_pct] -clock clk0 $non_clock_inputs
set_output_delay [expr $clk_period * $clk_io_pct] -clock clk0 [all_outputs]
```

## ./design.v

```verilog
module uart_rx(
input wire sys_clk,
input wire sys_rst_n,
input wire rx,
output reg [7:0]out_data,
output reg out_flag
);
reg rx1;
reg rx2;
reg rx3;
wire rx_start_flag;
reg rx_en;
reg [31:0]rx_baud_cnt;
reg rx_bit_flag;
reg [3:0]rx_bit_cnt;
reg [7:0]data;
reg rx_end_flag;
localparam CLK = 32'd50000000;
localparam UART_BPS = 32'd921600;
localparam BPS_CNT = CLK/UART_BPS;
always @(posedge sys_clk or negedge sys_rst_n)
			if(sys_rst_n == 1'b0)
				rx1 <= 1'b0;
			else
				rx1 <= rx;
always @(posedge sys_clk or negedge sys_rst_n)
			if(sys_rst_n == 1'b0)
				rx2 <= 1'b0;
			else
				rx2 <= rx1;
always @(posedge sys_clk or negedge sys_rst_n)
			if(sys_rst_n == 1'b0)
				rx3 <= 1'b0;
			else
				rx3 <= rx2;
assign rx_start_flag = ~rx2 & rx3;
always @(posedge sys_clk or negedge sys_rst_n)
			if(sys_rst_n == 1'b0)
				rx_en <= 1'b0;
			else if(rx_start_flag == 1'b1)
				rx_en <= 1'b1;
			else if(rx_bit_cnt == 4'd9 && rx_bit_flag == 1'b1)
				rx_en <= 1'b0;
			else
				rx_en <= rx_en;
always @(posedge sys_clk or negedge sys_rst_n)
			if(sys_rst_n == 1'b0)
				rx_baud_cnt <= 32'd0;
			else if(rx_baud_cnt == BPS_CNT)
				rx_baud_cnt <= 32'd0;
			else if(rx_en == 1'b1)
				rx_baud_cnt <= rx_baud_cnt + 32'd1;
			else
				rx_baud_cnt <= 32'd0;
always @(posedge sys_clk or negedge sys_rst_n)
			if(sys_rst_n == 1'b0)
				rx_bit_flag <= 1'b0;
			else if(rx_baud_cnt == BPS_CNT >> 1)
				rx_bit_flag <= 1'b1;
			else 
				rx_bit_flag <= 1'b0;
always @(posedge sys_clk or negedge sys_rst_n)
			if(sys_rst_n == 1'b0)
				rx_bit_cnt <= 4'd0;
			else if(rx_bit_cnt == 4'd9 && rx_bit_flag == 1'b1)
				rx_bit_cnt <= 4'd0;
			else if(rx_bit_flag == 1'b1)
				rx_bit_cnt <= rx_bit_cnt + 4'd1;
			else
				rx_bit_cnt <= rx_bit_cnt;
always @(posedge sys_clk or negedge sys_rst_n)
			if(sys_rst_n == 1'b0)
				data <= 8'd0;
			else if((rx_bit_cnt >= 4'd1 && rx_bit_cnt <= 4'd8) && rx_bit_flag == 1'b1)
				data <= {rx3,data[7:1]};
always @(posedge sys_clk or negedge sys_rst_n)
			if(sys_rst_n == 1'b0)	
				rx_end_flag <= 1'b0;
			else if(rx_bit_cnt == 4'd9 && rx_bit_flag == 1'b1)
				rx_end_flag <= 1'b1;
			else
				rx_end_flag <= 1'b0;
always @(posedge sys_clk or negedge sys_rst_n)
			if(sys_rst_n == 1'b0)
				out_data <= 8'd0;
			else if(rx_end_flag == 1'b1)
				out_data <= data;
			else
				out_data <= out_data;
always @(posedge sys_clk or negedge sys_rst_n)
			if(sys_rst_n == 1'b0)
				out_flag <= 1'b0;
			else
				out_flag <= rx_end_flag;
endmodule
```

## ./run.sh

```bash
#!/bin/bash
# OpenROAD 26Q1-2900-gdf79404cd8, Yosys 0.63+post, stock flow scripts
make -C /OpenROAD-flow-scripts/flow DESIGN_CONFIG=/design/flow/config.mk WORK_HOME=/design/flow/orfs finish
```

==> impl_metrics.env <==
# flow metrics
export IMPL_rsz0062_at_grt="false"
export IMPL_grt_max_degree=60
export IMPL_crit_chain="ha_1, and2_1, nand4_1, or4_1, a21oi_1"
export IMPL_cp_end_kind="flip-flop"
export IMPL_max_stage_delay_ns=0.67
export IMPL_status="completed"
export IMPL_ir_drop_uv=203
export IMPL_antenna_left=0
export IMPL_finalSetupTns_ns=0
export IMPL_min_from="rx1$_DFF_PN0_"
export IMPL_path_class="flip-flop to flip-flop"
export IMPL_fillers=849
export IMPL_critPathMaxFanout=16
export IMPL_clock_skew_ns=0.00685
export IMPL_drt_initial_drc_count=79
export IMPL_io_buffers=11
export IMPL_tightest_slew_ns=0.722
export IMPL_synth_cell_types=33
export IMPL_finish_instance_area_um2=3190
export IMPL_wl_per_cell_um=12.1
export IMPL_post_cts_buffers=0
export IMPL_required_ns=5.06
export IMPL_ys_ff=59
export IMPL_grt_pass1_vias=1791
export IMPL_final_cell_mix="dfrtp_1, a21oi_1, nand2_1"
export IMPL_fin_hold_ws_ns=0.354
export IMPL_vias=1905
export IMPL_clk_insertion_delay_late_ns=0.33
export IMPL_clock_sinks=59
export IMPL_hold_end="rx2$_DFF_PN0_"
export IMPL_dieArea_um2=9460
export IMPL_syn_inst=258
export IMPL_cellLeakagePower_uw=0.00139
export IMPL_start_kind="flip-flop"
export IMPL_slew_limit_headroom_pct=51.9
export IMPL_antennaDiodeCount=0
export IMPL_cts_reportedPaths_clkPinSlew_ns=0.06
export IMPL_drive_gt1_share_pct=13.9
export IMPL_hold_depth=0
export IMPL_placed_area_um2=2940
export IMPL_r2r_end="rx_baud_cnt[24]$_DFF_PN0_"
export IMPL_crit_family="simple AND/OR/NAND/NOR gates"
export IMPL_row_count=34
export IMPL_grt_usage_pct=10.8
export IMPL_lay_top_count="dfrtp_1"
export IMPL_dr_pass1_iters=4
export IMPL_cts_tree="yes"
export IMPL_fp_dieH_um=97.3
export IMPL_ys_chip_area_um2=2720
export IMPL_crit_arrival_ns=2.48
export IMPL_initial_utilization_pct=31.1
export IMPL_holdBufCountCts=0
export IMPL_clk_path_buf_depth=2
export IMPL_ys_cells=258
export IMPL_crit_slowest_cell="or4_1"
export IMPL_hpwl_mm=2.96
export IMPL_hold_path_class="flip-flop to flip-flop"
export IMPL_finalSetupViolations=0
export IMPL_die_x_um=97.3
export IMPL_viasPerCell=4.99
export IMPL_wirelength_mm=4.62
export IMPL_core_area_um2=8760
export IMPL_syn_area_um2=2720
export IMPL_avgSynthCellArea_um2=10.6
export IMPL_yosys_warnings=1
export IMPL_grt_overflow_total=0
export IMPL_fin_crit_ns=2.23
export IMPL_crit_reg2reg_launch="rx_baud_cnt[0]$_DFF_PN0_"
export IMPL_rrSetupSlack_ns=2.57
export IMPL_warnings=29
export IMPL_cts_root_buf="clkbuf_8"
export IMPL_numCtsBuffers=9
export IMPL_maxCapViolCount=0
export IMPL_cts_repair_resized=0
export IMPL_io_pins=12
export IMPL_h_tree_depth=3
export IMPL_grt_pass1_wl_mm=8.39
export IMPL_drv_slew=0
export IMPL_fmax_mhz=449
export IMPL_r2r_cells=5
export IMPL_ys_seq_share_pct=54.2
export IMPL_cp_num_buf_inv=0
export IMPL_routabilityCongestion=0.806
export IMPL_drc=0
export IMPL_hold_violations=0
export IMPL_area_growth_pct=17.2
export IMPL_finalCritPeriodShare_pct=46.4
export IMPL_powerDensity_nw_per_um2=416
export IMPL_antenna_found_initial=0
==> metal layers <==
metal	wire, µm	share of wire (%)	track usage, %
met3	173	3.7	3.15
met1	2320	50	16.5
met5	0	0	0
met4	73	1.6	1.36
met2	2050	44	16.1
==> kinds of logic (layout without fill, tap and decap cells) <==
kind of cell,Yosys count,in the layout,share of synthesized area [%]
buf+inv,23,39,3.35
simple gates,95,95,19.5
compound gates,48,48,10.0
mux,16,16,6.61
fa+ha+maj,6,6,2.76
flops,59,59,54.2
xor+xnor,11,11,3.54
==> state kept, by name, summed over array words and instances (netlist names) <==
| signal | cells |
|---|---|
| rx3 | 1 |
| rx1 | 1 |
| out_flag | 1 |
| rx_bit_flag | 1 |
| rx_bit_cnt | 4 |
| rx2 | 1 |
| out_data | 8 |
| rx_end_flag | 1 |
| data | 8 |
| rx_en | 1 |
| rx_baud_cnt | 32 |
==> where the power goes <==
| group | total (µW) | switching [µW] | internal [µW] | leakage (µW) |
|---|---|---|---|---|
| registers | 592 | 50.5 | 541 | 0.000798 |
| clock network | 581 | 184 | 397 | 0.000128 |
| logic | 155 | 86.2 | 68.5 | 0.000461 |
| total | 1330 | 321 | 1010 | 0.00139 |
==> layout make-up <==
| class | instances | area (µm²) | share of cell area (%) |
|---|---|---|---|
| clock inverters | 5 | 125 | 3.92 |
| clock buffers | 11 | 131 | 4.11 |
| flip-flops and latches | 59 | 1480 | 46.2 |
| well taps | 108 | 135 | 4.23 |
| multi-input cells | 176 | 1160 | 36.4 |
| repair buffers | 14 | 128 | 4.00 |
| inverters | 9 | 33.8 | 1.06 |
==> cell usage after synthesis <==
library cell,number,share of area [%]
ha_1,6,2.8
dfrtp_1,59,54
nor2_1,16,2.2
nor3_1,1,0.18
o31ai_1,8,2.2
or2_1,1,0.23
nand2_1,17,2.3
o21ai_0,15,2.8
nor4b_1,1,0.32
and2_1,5,1.1
a21boi_0,1,0.28
or3_2,1,0.28
o22ai_1,3,0.69
xor2_1,8,2.6
nand4_1,9,2.1
o41ai_1,1,0.32
inv_1,9,1.2
nand3_1,11,2.0
buf_2,4,0.73
nor4_1,6,1.4
nand4_2,1,0.46
nand3b_1,1,0.28
o211ai_1,1,0.28
nor3b_1,1,0.28
xnor2_1,3,0.96
and4_2,1,0.37
and4_1,3,0.96
or3_1,10,2.3
a21oi_1,19,3.5
clkbuf_1,10,1.4
or4_1,9,2.5
mux2_2,16,6.6
and3_1,1,0.23
==> worst reg2reg max path: cells and delay by family, from the launching register on <==
| kind | cells | cell delay, ns |
|---|---|---|
| flops | 1 | 0.39 |
| simple gates | 3 | 1.40 |
| fa+ha+maj | 1 | 0.22 |
| compound gates | 1 | 0.15 |
==> worst max path at each step <==
stage / startpoint / end / slack [ns] / cells after the start
CTS: rx_baud_cnt[0]$_DFF_PN0_ / rx_baud_cnt[24]$_DFF_PN0_ / 2.58 / 5
global route: rx_baud_cnt[0]$_DFF_PN0_ / rx_baud_cnt[24]$_DFF_PN0_ / 2.32 / 5
finish: rx_baud_cnt[0]$_DFF_PN0_ / rx_baud_cnt[24]$_DFF_PN0_ / 2.57 / 5
==> metrics by stage <==
| step | std cells | setup slack (ns) | total power (µW) | util (%) |
|---|---|---|---|---|
| 6_report | 382 | 2.57 | 1330 | 36.4 |
| 5_1_grt | 382 | 2.32 | 1400 | 36.4 |
| 4_1_cts | 382 | 2.58 | 1350 | 36.4 |
| 3_5_place_dp | 366 | 2.59 | 756 | 33.5 |
| 3_3_place_gp | 366 | 2.66 | 752 | 33.5 |
| 2_1_floorplan | 258 | 2.91 | 714 | - |
Power is estimated from default activity; no workload was simulated.
