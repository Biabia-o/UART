[flow/design.v]
module uart_tx(
input wire sys_clk,
input wire sys_rst_n,
input wire [7:0]in_data,
input wire tx_statr_flag,
output reg tx
);
reg [31:0]rx_cnt;
reg [3:0]rx_bit_cnt;
reg bit_flag;
reg en;
localparam  CLK_FREQ = 32'd25_000_000;             
localparam  UART_BPS = 32'd921600;                
localparam  BPS_CNT  = CLK_FREQ/UART_BPS;   
always @(posedge sys_clk or negedge sys_rst_n)
			if(sys_rst_n == 1'b0)
				en <= 1'b0;
			else if(tx_statr_flag == 1'b1)
				en <= 1'b1;
			else if(bit_flag == 1'b1 && rx_bit_cnt == 4'd10)
				en <= 1'b0;
			else
				en <= en;
always @(posedge sys_clk or negedge sys_rst_n)
			if(sys_rst_n == 1'b0)
				rx_cnt <= 32'd0;
			else if(rx_cnt == BPS_CNT)
				rx_cnt <= 32'd0;
			else if(en == 1'b1)
				rx_cnt <= rx_cnt + 32'd1;
			else
				rx_cnt <= 32'd0;
always @(posedge sys_clk or negedge sys_rst_n)
			if(sys_rst_n == 1'b0)
				bit_flag <= 1'b0;
			else if(rx_cnt == BPS_CNT >> 1)
				bit_flag <= 1'b1;
			else
				bit_flag <= 1'b0;
always @(posedge sys_clk or negedge sys_rst_n)
			if(sys_rst_n == 1'b0)
				rx_bit_cnt <= 4'd1;
			else if(rx_bit_cnt == 4'd10 && bit_flag == 1'b1)
				rx_bit_cnt <= 4'd1;
			else if(bit_flag == 1'b1)
				rx_bit_cnt <= rx_bit_cnt + 4'd1;
			else
				rx_bit_cnt <= rx_bit_cnt;
always @(posedge sys_clk or negedge sys_rst_n)
			if(sys_rst_n == 1'b0)
				tx <= 1'b1;
			else if(bit_flag == 1'b1)
				case (rx_bit_cnt)
					4'd1 : tx <= 1'b0;
					4'd2 : tx <= in_data[0];
					4'd3 : tx <= in_data[1];
					4'd4 : tx <= in_data[2];
					4'd5 : tx <= in_data[3];
					4'd6 : tx <= in_data[4];
					4'd7 : tx <= in_data[5];
					4'd8 : tx <= in_data[6];
					4'd9 : tx <= in_data[7];
					4'd10 : tx <= 1'b1;
					default : tx <= 1'b1;
				endcase	
endmodule
[flow/config.mk]
export PLATFORM = sky130hd
export DESIGN_NAME = uart_tx
export DESIGN_NICKNAME = uart_tx
export VERILOG_FILES = /design/flow/design.v
export SDC_FILE = /design/flow/constraint.sdc
export NUM_CORES = 4
export LEC_CHECK = 1
export CORE_UTILIZATION = 40
[flow/run.sh]
#!/bin/bash
# OpenROAD 26Q1-2900-gdf79404cd8, Yosys 0.63+post, stock flow scripts
make -C /OpenROAD-flow-scripts/flow DESIGN_CONFIG=/design/flow/config.mk WORK_HOME=/design/flow/orfs finish
[flow/constraint.sdc]
current_design uart_tx

set clk_period 6.8
set clk_io_pct 0.2

create_clock -name clk0 -period $clk_period [get_ports {sys_clk}]

set non_clock_inputs [all_inputs -no_clocks]
set_input_delay [expr $clk_period * $clk_io_pct] -clock clk0 $non_clock_inputs
set_output_delay [expr $clk_period * $clk_io_pct] -clock clk0 [all_outputs]
==> design notes <==
In the Yosys report the total cell count is 240. The floorplan utilization was 42.5%; the count of final setup violators was 0. The data arrival time at the worst-slack endpoint is 1.26 ns.

For the initial antenna violation count, the log shows 0. The peak fanout along the critical path is 2. Simple-gate portion of the synthesized area: 29.8%. Per STA, the worst path is made up of clkdlybuf4s50_1. Leading area contributor after synthesis: sky130_fd_sc_hd__dfrtp_1. Max-cap violations in this run came to 0.

After detailed placement, the design holds a cell count of 312. The routed design ends up with an antenna cell count of 0. The worst hold path begins at tx. The wire length recorded after detailed routing is 4510 um. For the worst flop-to-flop path, the logic depth is 4.

Per the skew report, the later register of the worst-skew pair sees a clock latency of 0.29 ns. STA reports the tightest min-delay check as being of type reg -> reg. The area growth from synthesis to final layout was 9.89%.

The terminus of the critical flop-to-flop path is rx_cnt[28]. Of the post-synthesis cell area, the part taken by muxes is 0%. Of all flip-flops after synthesis, the portion carrying an async set or reset was 100%. Per the STA report, the cell with the highest stage delay on the worst path is sky130_fd_sc_hd__dfstp_2.

The routed design shows a via density per instance of 5.65. The script computed a power per unit cell area of 259 nW/um^2. Per the power-grid run, VDD falls by no more than 173 uV. The worst setup path is launched from a register. With the via count at 1807, the first-pass iteration count of the detailed router is 6. The finished layout reports a core utilization of 46.7%. Summing internal, switching and leakage power gives 0.633 mW. The timing report gives the clock slew at the launch and capture registers of the worst setup and hold paths as 0.07 ns.

According to the CTS report, the clock sink count is 39. The number of storage elements in the synthesis netlist is 39. The placement-stage worst setup slack is 4.25 ns. The synthesized netlist occupies a cell area of 2230 sq um. Buffers inserted during clock tree synthesis total 5. For the pin count of the biggest net entering global routing, the log shows 40.

Setup repair after global routing left no endpoint under its margin. The run gives 170 for the DRC violation total after the first TritonRoute iteration. Gates resized during post-CTS repair numbered 0. For the first-pass GRT wire length, the log shows 8130 um. The commonest cells after synthesis are 37 x sky130_fd_sc_hd__dfrtp_1, 24 x sky130_fd_sc_hd__nor2_1, 23 x sky130_fd_sc_hd__nand2_1, 17 x sky130_fd_sc_hd__a21oi_1, 13 x sky130_fd_sc_hd__nand4_1. The routed layout reports a DRC error count of 0.

Flop-to-flop setup slack: 4.66 ns. Per STA, the worst path accumulates the most delay in the family flip-flops. For the area of the core, the log shows 5240 sq um. The run gives 0.835 for the routability congestion estimate from global placement.

The instance count along the most critical hold path is 2. The logs give a warning total of 29. With the synthesis warning total at 1, the sequential-to-total area share from yosys stat is 44.0%. The worst hold path endpoint was tx. The data required time at the worst endpoint is 5.44 ns. The share of the synthesized area in the top cell type is 41.6%.

In the Yosys stats the netlist draws on 45 distinct library cells. The tools report the total grt overflow as 0. Fraction of final layout cells sized beyond drive strength 1: 7.20%. The area share of fa/ha/maj cells after synthesis is 3.37%. The synthesis report lists the most area-consuming cells as sky130_fd_sc_hd__dfrtp_1 42%, sky130_fd_sc_hd__nor2_1 4.0%, sky130_fd_sc_hd__nand2_1 3.9%.

For reference, XOR and XNOR gates occupy 5.51% of the area reported after synthesis. The run gives 76.6 um for the die boundary height. The largest buffer count on any clock path is 2, and the number of standard cells in the layout, taps in and fillers out is 320.

The area fraction in compound gates after synthesis was 12.9%; the count of flip-flops with a built-in enable after synthesis was 0. The main flop type is sky130_fd_sc_hd__dfrtp_1. A synthesized cell averages 9.27 sq um. The report puts the hold buffer count at CTS at 0. TritonCTS built the clock tree. Endpoints failing hold in the final report were tallied at 0. The flow ran to the end, and the final reports show no timing, DRC or antenna violations. The clock root buffer is sky130_fd_sc_hd__clkbuf_8. The max-slew violation count was 0. The maximum cell stage delay along the critical path is 0.53 ns, and the count of nets left with antenna violations after detail routing is 0.

With the die extent in x at 76.6 um, the relative slew slack is 66.5%. Most numerous cell in the Yosys netlist: sky130_fd_sc_hd__dfrtp_1. The port buffer count came out at 11. After layout, the worst path uses 38.5% of the clock period. The minimum period implied by the final worst setup slack is 2.62 ns, and the static power due to leakage is 0.963 nW.

For this run, the total global-route usage over all layers was measured as 17.6%. Detailed placement finished with a half-perimeter wire length of 3070 um. The count of standard-cell rows came out at 26. The final timing report gives a worst setup slack of 4.18 ns.

The H-tree depth was 2. The via count of the first global-routing pass is 1696. The largest non-sequential cell family by area was simple AND/OR/NAND/NOR gates. Adding up every negative setup slack in the final design gives 0 ns.

Per the repair_timing log after CTS, setup buffers inserted total 0. The setup path with the least slack is of type reg -> out. The chip occupies 5870 sq um. After detailed routing, the average wire length per cell comes to 14.1 um. Per the timing report, the achievable frequency comes out to 382 MHz. 12 I/O pins were placed.

The final timing report lists clock skew as 0.00786 ns. Synthesis produced 240 cells. The chip area line of the yosys report was 2230 sq um. The buffer and inverter count on the worst path was 1. Beginning of the worst register-to-register path: rx_cnt[9]. Looking at the max-slew report, the worst-margin pin has a slew of 0.502 ns. The endpoint kind of the worst setup timing path is a primary output.
[layout by cell type, fill, tap and decap left out, drive strengths merged, types with 2 or more instances in the layout]
cell | Yosys | layout
nand4 | 14 | 14
nand3 | 11 | 11
nand2 | 24 | 24
xor2 | 7 | 7
dfstp | 2 | 2
inv | 5 | 5
clkdlybuf4s50 | 0 | 10
dfrtp | 37 | 37
o31ai | 10 | 10
or4 | 11 | 11
xnor2 | 7 | 7
ha | 6 | 6
nor3 | 4 | 4
buf | 6 | 3
o21ai | 10 | 10
or3 | 7 | 7
nor2 | 24 | 24
nor4 | 10 | 10
clkbuf | 4 | 6
nand4b | 2 | 2
a21oi | 17 | 17
and4 | 5 | 5
[routing by layer]
layer,vias up,routed length [um],global-route usage [%]
met4,0,45,1.92
met5,-,0,0
met2,36,1840,25.0
li1,911,-,-
met3,5,208,3.16
met1,855,2410,29.7
[worst min-delay path, delay by kind of cell, from the launching register on]
kind	cells	cell delay [ns]
AND/OR/NAND/NOR	1	0.08
AND-OR/OR-AND	1	0.04
flip-flops	1	0.37
[worst max-delay path by stage]
stage	start	to	slack, ns	depth (start not counted)
finish	tx	tx	4.18	1
global route	tx	tx	4.14	1
CTS	tx	tx	4.16	1
[cell families after synthesis]
group	after synthesis
xor+xnor	14
simple gates	119
compound gates	46
fa+ha+maj	6
flops	39
buf+inv	16
[layout make-up]
class,instances,area [sq um]
Clock buffer,6,72.6
Clock inverter,2,12.5
Fill cell,507,2790
Inverter,5,18.8
Multi-Input combinational cell,185,1160
Sequential cell,39,978
Tap cell,70,87.6
Timing Repair Buffer,13,120
[sequential cells by signal (all words and copies together), names as in the netlist]
name,cells
bit_flag,1
en,1
rx_bit_cnt,4
rx_cnt,32
tx,1
[through the flow]
step	cell area, sq um	hold slack (ns)
floorplan	2230	0.458
global placement	2360	0.483
detailed placement	2360	0.481
CTS	2450	0.491
global route	2450	0.527
finish	2450	0.490
[where the power goes]
part	total [mW]	leakage, nW	internal, mW	switching (mW)
Sequential	0.314	0.519	0.267	0.0471
Clock	0.153	0.0412	0.0717	0.0815
Combinational	0.166	0.403	0.0715	0.0942
Total	0.633	0.963	0.410	0.223
Power and IR drop assume default switching activity.
